$ cat design/flow/design.v
module uart_send_temp (
    input	      sys_clk,                   
    input         temp_upen,                 
    input    [3:0]      temp_unit,
	input    [3:0]      temp_ten,
	input    [3:0]      temp_hun,
    input               uart_tx_busy,
    output   reg           uart_en,                   
	output   reg [7:0]      uart_din,                   
    output   reg              led
	);
parameter  CLK_FREQ = 12_000_000;
localparam IDLE = 6'h1, MAIN = 6'h2, SEND = 6'h4, DELAY = 6'h8, DELAYS = 6'h10;
reg					clk_1mhz;
reg		[17:0]		cnt_1mhz;
reg [24:0] cnt_1s;
reg [5:0] state;
reg [3:0] sent;
reg [5:0] cnt_delay;
reg [23:0] clk_1s_cnt;
always@(posedge sys_clk or negedge temp_upen) begin
    if (!temp_upen) begin
        state = IDLE;
        sent = 0;
    end
    else begin
        case (state)
            IDLE: begin
                sent = 0;
                uart_en = 0;
                clk_1s_cnt = 0;
                state = MAIN;
            end 
            MAIN: begin
                case (sent)
                    0: begin       
                        uart_din = { 4'd3, (temp_hun - 4'd1)};
                        sent = 1;
                        state = SEND;
                    end
                    1: begin       
                        uart_din = { 4'd3, temp_ten };
                        sent = 2;
                        state = SEND;
                    end
                    2: begin       
                        uart_din = 8'd46;
                        sent = 3;
                        state = SEND; 
                    end
                    3: begin       
                        uart_din = { 4'd3, temp_unit };
                        sent = 4;
                        state = SEND;  
                    end
                    4: begin       
                        uart_din = 8'd10;
                        sent = 0;
                        state = SEND;  
                    end
                    5: begin
                        sent = 0;
                        uart_din = 0;
                        state = DELAYS;
                    end
                    default: 
                        state = IDLE;
                endcase
            end
            SEND: begin
                if (~uart_tx_busy) begin
                    uart_en = 1;
                    state = DELAY;
                end
                else begin
                    uart_en = 0;
                    state = SEND;
                end
            end
            DELAY: begin
                if (uart_tx_busy) begin
                    uart_en = 0;
                    state = DELAY;
                end else
                    state = MAIN;
            end
            DELAYS: begin
                if (clk_1s_cnt <= 1_00_000) begin
                    clk_1s_cnt = clk_1s_cnt + 1;
                    led = 1;
                    state = DELAYS;
                end else begin
                    clk_1s_cnt = 0;
                    led = 0;
                    state = MAIN;
                end
            end
            default: 
                state = IDLE;
        endcase
    end
end
endmodule
$ cat design/flow/run.sh
#!/bin/bash
# OpenROAD 26Q1-2900-gdf79404cd8, Yosys 0.63+post, stock flow scripts
make -C /OpenROAD-flow-scripts/flow DESIGN_CONFIG=/design/flow/config.mk WORK_HOME=/design/flow/orfs finish
$ cat design/flow/config.mk
export PLATFORM = sky130hd
export DESIGN_NAME = uart_send_temp
export DESIGN_NICKNAME = uart_send_temp
export VERILOG_FILES = /design/flow/design.v
export SDC_FILE = /design/flow/constraint.sdc
export NUM_CORES = 4
export LEC_CHECK = 1
export CORE_UTILIZATION = 30
$ cat design/flow/constraint.sdc
current_design uart_send_temp

set clk_period 4.2
set clk_io_pct 0.2

create_clock -name clk0 -period $clk_period [get_ports {sys_clk}]

set non_clock_inputs [all_inputs -no_clocks]
set_input_delay [expr $clk_period * $clk_io_pct] -clock clk0 $non_clock_inputs
set_output_delay [expr $clk_period * $clk_io_pct] -clock clk0 [all_outputs]
==> flow_metrics.tcl <==
# collected from the flow reports
set metrics [dict create \
    hold_path_class "reg2reg" \
    finClkSkew_ps 3.237 \
    crit_buf_inv 2 \
    use_met1_pct 17.15 \
    die_width_um 84.93 \
    topCellsByArea "edfxtp_1, dfrtp_1, nor2_1, xor2_1, nand2_1" \
    clkPwrFrac_pct 24.1 \
    finalSetupTns_ps 0 \
    p_sw_mw 0.2901 \
    dp_cells 287 \
    ys_types 41 \
    ctsRootBufferMaster "clkbuf_8" \
    async_flop_share_pct 23.81 \
    ys.flop_type "edfxtp_1" \
    fmax_mhz 440.2 \
    rrSetupSlack_ps 2270 \
    drt.antenna.violating_nets 0 \
    synthTopCellsByCount "edfxtp_1, nor2_1, nand2_1" \
    synth-area-yosys_um2 2063 \
    dieArea_um2 7213 \
    cp_top_family "buffers and inverters" \
    rsz0062_at_grt "no" \
    grtUsageMet3_pct 2.172 \
    clk_pin_slew_ps 80 \
    crit_path_max_fanout 11 \
    ys_warn_count 1 \
    ctsHtreeMaxLevel 2 \
    setup_viol 0 \
    area_growth_pct 18.98 \
    antenna_found_initial 0 \
    wirelength_um 3547 \
    cts_tree "built" \
    edf_count 32 \
    p_comb_share_pct 18.2 \
    avgSynthCellArea_um2 10.97 \
    antenna_cells 0 \
    numPortBuffers 22 \
    num_rows 29 \
    cp-start-kind "input pin" \
    most_common_cell "edfxtp_1" \
    cts.sinks 42 \
    status "finished clean" \
    grtUsageTotal_pct 10.75 \
    wl_per_cell_um 12.02 \
    clk_latency_ps 290 \
    synth_area_leader_cell "edfxtp_1" \
    drv_slew 0 \
    detailedPlace.worstSlack_ps 1597 \
    ctsResizeCount 0 \
    gp_congestion 0.8374 \
    p_sw_share_pct 28.33 \
    grt_pass1_wl_um 6065 \
    die_y_um 84.93 \
    synth_stat.cells 188 \
    cts_buffers 5 \
    post-route-util_pct 37.80 \
    post_cts_buffers 0 \
    synthCells 188 \
    busiest_layer "met1" \
    crit_type "in2reg" \
    p_leak_nw 0.8965 \
    boundaryPins 25 \
    slowest_stage "clkdlybuf4s50_1" \
    power-per-cell-area_nw_per_um2 417.1 \
    worst_slack_ps 1928 \
    cp-end-kind "flop" \
    ctsHoldBuffers 0 \
    netlist.area_leader.share_pct 46.57 \
    routed_via_density 4.814 \
    drc 0 \
    layout-drive-gt1-share_pct 8.257 \
    via_count 1420 \
    ys_seq_share_pct 58.82 \
    ys.flops 42 \
    fp_util_pct 31.77 \
    period_needed_ps 2272 \
    grt_start_max_net_pins 25 \
    grt_use_met2_pct 16.41 \
    syn_area_um2 2063 \
    critPathArrivalTime_ps 2220 \
    first_iter_violations 91 \
    core_area_um2 6495 \
    grt_pass1_vias 1323 \
    slowest_delay_ps 750 \
    dp.final_hpwl_um 2461 \
    stdcell_count 295 \
    tool_warnings 26 \
    p_seq_share_pct 57.7 \
    vdd_drop_max_uv 172.3 \
    cap_violations 0 \
    gr-total-overflow 0 \
    internal-power_mw 0.7338 \
    drtPass1Iterations 20 \
    hold_slack_ps 507.3 \
    cts_max_path_buffers 2 \
    worstPathCellList "clkdlybuf4s50_1 -> inv_1 -> nor2_1" \
    hold_violations 0 \
    cp_data_required_time_ps 4140 \
    finalClockPeriodUsage_pct 54.09 \
    num-fill-cells 620 \
]
flip-flops by register name, indices dropped and copies added, names as in the netlist, named ones only:
name        count
clk_1s_cnt     24
sent            5
led             1
uart_en         1
state           4
uart_din        6
path summary, 6_finish.rpt:
kind	end	cells past startpoint	from
max reg2reg	clk_1s_cnt[8]	7	clk_1s_cnt[0]
max	uart_din[1]	3	temp_upen
min	state[3]	2	state[3]
min in group asynchronous	state[3]	1	temp_upen
max in group asynchronous	sent[0]	1	temp_upen
min reg2reg	state[3]	2	state[3]
placed cells by master (no fill, tap or decap), types with 5 or more instances in the layout:
cell,instances
edfxtp_1,32
nor2_1,22
clkdlybuf4s50_1,22
nand2_1,15
inv_1,12
xor2_1,9
o21ai_0,9
conb_1,9
nand4_1,8
dfrtp_1,8
a21oi_1,6
nand3_1,6
nor4_1,6
xnor2_1,6
clkbuf_8,5
worst min-delay path: cells and delay by family (launching register included):
kind	cells	cell delay, ps
and+or+nand+nor	2	120
DFF	1	360
kinds of logic (layout without fill, tap and decap cells):
family	Yosys count	in the layout	synth area share, %
compound gates	26	26	8.127
xor+xnor	15	15	6.368
fa+ha+maj	3	3	1.819
buf+inv	22	44	4.972
flops	42	42	58.82
other cells	1	9	0.1818
simple gates	79	79	19.71
final cells by class:
type	count	area, um2	area share, %
Inverter	12	45.04	1.835
Clock inverter	3	16.27	0.6626
Tap cell	77	96.34	3.925
Timing Repair Buffer	24	235.2	9.582
Multi-Input combinational cell	132	779.5	31.75
Clock buffer	5	68.82	2.803
Sequential cell	42	1214	49.44
power by group through the flow:
stage     sequential, mW  combinational [mW]  clock (mW)
4_1_cts            0.592               0.189       0.258
5_1_grt            0.603               0.215       0.276
6_report           0.591               0.186       0.247
per-stage QoR:
step                total power [mW]  area, um2
CTS                            1.039       2455
floorplan                     0.7106       2093
detailed placement            0.7881       2370
finish                         1.024       2455
global placement              0.7883       2370
global route                   1.094       2455
metal layers:
metal  wire length (um)  vias to the layer above
li1                   -                      715
met1               1802                      678
met2               1575                       22
met3                 96                        5
met4                 72                        0
met5                  0                        -
Power and IR drop assume default switching activity.
